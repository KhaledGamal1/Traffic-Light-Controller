--- flow/design.v ---
module Top_module 
    #(parameter TIMER_WIDTH = 4)
(
    input clk , rstn ,
    output NS_green , NS_yellow , NS_red,
    output EW_green , EW_yellow , EW_red,
    output [6:0] seg,
    output [1:0] an
);
wire clk_div ;                               
wire load ;                                  
wire [TIMER_WIDTH -1 :0]load_value;          
wire done ;                                  
wire [TIMER_WIDTH -1 :0] timer_count;        
clk_divider #(.DIV(10)) clk_div_inst (
    .clk_100MHz(clk) , 
    .rstn(rstn) , 
    .clk_1Hz(clk_div)
);
timer #(.WIDTH(TIMER_WIDTH)) timer_inst (
    .clk(clk_div) , 
    .rstn(rstn) , 
    .load(load) , 
    .enable(1'b1) , 
    .load_value(load_value) , 
    .timer_count(timer_count),
    .done(done)
);
Traffic_light_controller_FSM #(.WIDTH_TIMER(TIMER_WIDTH)) fsm (
    .clk(clk_div) , 
    .rstn(rstn) , 
    .done(done) ,
    .load(load) ,
    .load_value(load_value) ,
    .NS_green(NS_green) , 
    .NS_yellow(NS_yellow) , 
    .NS_red(NS_red) , 
    .EW_green(EW_green) , 
    .EW_yellow(EW_yellow) , 
    .EW_red(EW_red)
);
two_digit_display display (
    .clk(clk_div) ,
    .rstn(rstn) ,
    .value(timer_count),
    .seg(seg),
    .an(an)
);
endmodule  
module Traffic_light_controller_FSM
    #(parameter WIDTH_TIMER = 4)
(
    input clk , rstn,
    input done,                
    output reg load ,                                  
    output reg [WIDTH_TIMER -1 :0]load_value,          
    output reg NS_green , NS_yellow , NS_red,          
    output reg EW_green , EW_yellow , EW_red           
);
localparam s0 = 0 , s1 = 1 , s2 = 2 , s3 = 3 ;
reg [1:0] state_reg , state_next;
reg initial_load;             
reg timer_loaded;             
always @(posedge clk or negedge rstn) begin
    if(~rstn) begin
        state_reg <= s0;
        initial_load <= 1'b1;
        timer_loaded <= 1'b0;
    end
    else begin
        state_reg <= state_next;
        if(initial_load)
            initial_load <= 1'b0;
        if(load)
            timer_loaded <= 1'b1;
    end
end
always @(*) begin
    state_next = state_reg;
    load_value = 'd10;
    case (state_reg)
        s0 : begin
            load_value = 'd10;
            if (done && timer_loaded)begin
                state_next = s1;
                load_value = 'd3;
            end
        end 
        s1 : begin
            load_value = 'd3;
            if(done && timer_loaded)begin
                state_next = s2;
                load_value = 'd10;
            end
        end
        s2 : begin
            load_value = 'd10;
            if (done && timer_loaded)begin
                state_next = s3;
                load_value = 'd3;
            end
        end
        s3 : begin
            load_value = 'd3;
            if(done && timer_loaded)begin
                state_next = s0;
                load_value = 'd10;
            end
        end
        default: state_next = s0;
    endcase
    if((state_next != state_reg) || initial_load)
        load = 1'b1;
    else 
        load = 1'b0;
end
always @( *) begin
    case (state_reg)
        s0 : begin
            NS_green = 1'b1; NS_yellow = 1'b0; NS_red = 1'b0;
            EW_green = 1'b0; EW_yellow = 1'b0; EW_red = 1'b1;
        end 
        s1 : begin
            NS_green = 1'b0; NS_yellow = 1'b1; NS_red = 1'b0;
            EW_green = 1'b0; EW_yellow = 1'b0; EW_red = 1'b1;
        end
        s2 : begin
            NS_green = 1'b0; NS_yellow = 1'b0; NS_red = 1'b1;
            EW_green = 1'b1; EW_yellow = 1'b0; EW_red = 1'b0;
        end
        s3 : begin
            NS_green = 1'b0; NS_yellow = 1'b0; NS_red = 1'b1;
            EW_green = 1'b0; EW_yellow = 1'b1; EW_red = 1'b0;
        end 
    endcase
end
endmodule  
module clk_divider 
    #(parameter DIV = 50_000_000 )
(
    input clk_100MHz , rstn ,
    output reg clk_1Hz
);
reg [$clog2(DIV) -1 : 0] count;     
always @(posedge clk_100MHz or negedge rstn) begin
    if(~rstn)begin
        clk_1Hz <= 1'b0;
        count <= 0;
    end
    else if (count == DIV -1)begin
        count <= 0 ;
        clk_1Hz <= ~clk_1Hz;
    end
    else 
        count <= count +1;
end
endmodule  
module timer 
    #(parameter WIDTH = 4)
(
    input clk, rstn,
    input load, enable,
    input [WIDTH -1 :0] load_value,
    output [WIDTH -1 :0] timer_count,
    output done
);
reg [WIDTH-1 :0] Q_reg , Q_next;
always @(posedge clk or negedge rstn) begin
    if(!rstn)
        Q_reg <= 0;
    else
        Q_reg <= Q_next;
end
always @(*) begin
    if(load)
        Q_next = load_value;
    else if (enable && Q_reg != 0)
        Q_next = Q_reg - 1;
    else 
        Q_next = Q_reg;
end
assign done = (Q_reg==0) && enable;
assign timer_count = Q_reg;
endmodule  
module two_digit_display (
    input clk , rstn,
    input [3:0] value,
    output reg [6:0] seg,
    output reg [1:0] an
);
always @(posedge clk or negedge rstn) begin
    if(~rstn)begin
        an <= 2'b11;
        seg <= 7'b1111111;
    end
    else
        case (value)
            4'd0 : begin
                seg <= 7'b1000000;
                an <= 2'b10;
            end 
            4'd1 : begin
                seg <= 7'b1111001;
                an <= 2'b10;
            end
            4'd2 : begin
                seg <= 7'b0100100;
                an <= 2'b10;
            end
            4'd3 : begin
                seg <= 7'b0110000;
                an <= 2'b10;
            end
            4'd4 : begin
                seg <= 7'b0011001;
                an <= 2'b10;
            end
            4'd5 : begin
                seg <= 7'b0010010;
                an <= 2'b10;
            end
            4'd6 : begin
                seg <= 7'b0000010;
                an <= 2'b10;
            end
            4'd7 : begin
                seg <= 7'b1111000;
                an <= 2'b10;
            end
            4'd8 : begin
                seg <= 7'b0000000;
                an <= 2'b10;
            end
            4'd9 : begin
                seg <= 7'b0010000;
                an <= 2'b10;
            end
            4'd10 : begin
                seg <= 7'b1000000;
                an <= 2'b01;
            end
            4'd11 : begin
                seg <= 7'b1111001;
                an <= 2'b01;
            end
            4'd12 : begin
                seg <= 7'b0100100;
                an <= 2'b01;
            end
            4'd13 : begin
                seg <= 7'b0110000;
                an <= 2'b01;
            end
            4'd14 : begin
                seg <= 7'b0011001;
                an <= 2'b01;
            end
            4'd15 : begin
                seg <= 7'b0010010;
                an <= 2'b01;
            end
            default: begin
                seg <= 7'b1111111;
                an <= 2'b11;
            end
        endcase
end
endmodule  
--- flow/run.sh ---
#!/bin/bash
# OpenROAD 26Q1-2900-gdf79404cd8, Yosys 0.63+post, stock flow scripts
make -C /OpenROAD-flow-scripts/flow DESIGN_CONFIG=/design/flow/config.mk WORK_HOME=/design/flow/orfs finish
--- flow/config.mk ---
export PLATFORM = sky130hd
export DESIGN_NAME = Top_module
export DESIGN_NICKNAME = Top_module
export VERILOG_FILES = /design/flow/design.v
export SDC_FILE = /design/flow/constraint.sdc
export NUM_CORES = 4
export LEC_CHECK = 1
export CORE_AREA = 10 10 93 93
export DIE_AREA = 0 0 103 103
--- flow/constraint.sdc ---
current_design Top_module

set clk_period 1.5
set clk_io_pct 0.2

create_clock -name clk0 -period $clk_period [get_ports {clk}]

set non_clock_inputs [all_inputs -no_clocks]
set_input_delay [expr $clk_period * $clk_io_pct] -clock clk0 $non_clock_inputs
set_output_delay [expr $clk_period * $clk_io_pct] -clock clk0 [all_outputs]
==> reports/results.ini <==
[run_status]
status = finished, final reports clean

[setup_path]
rrSetupSlack_ps = 510
cp_slowest_stage_delay_ps = 400
path_cells = nand2b_1, nor3_1, xor2_1
crit_fanout = 4
worst_path_max_delay_cell = dfrtp_1
start_kind = register
crit_buf_inv = 0
critPathKind = reg -> reg
crit_path_end_kind = register
critPathTopFamily = flip-flops
crit_required_ps = 1640
r2r_cells = 3
rr_endpoint = clk_div_inst.clk_1Hz$_DFFE_PN0N_
crit_arrival_ps = 1130
reg2reg_from = clk_div_inst.count[2]$_DFF_PN0_

[route]
antenna_cells = 0
first_pass_iters = 4
avgViaCountPerCell = 3.57
wl_per_cell_um = 9.29
wl_mm = 1.83
drc = 0
ant_nets = 0
vias = 703
drt_iter0_drc = 21

[yosys]
edf_count = 0
yosysTopAreaCell = dfrtp_1
synth_cell_types = 30
synth_top_area_share_pct = 27.4
ys.flops = 22
ys_sh_simple_pct = 16.2
logic_family = simple AND/OR/NAND/NOR gates
synth_seq_share_pct = 51.4
yosys_warnings = 4
ff_type = dfrtp_1
ys_area_um2 = 1090
ys_cells = 101
aoi_share_pct = 9.26
mux_area_share_pct = 4.57
syn_area_um2 = 1090
ys_sh_xor_pct = 5.60
syn_area_per_cell_um2 = 10.8
syn_inst = 101
adder_share_pct = 6.86
ys_top_cells_by_area = dfrtp_1 27%, dfstp_2 24%, ha_1 6.9%, mux2i_1 4.6%, xnor2_1 3.2%
async_flop_share_pct = 100

[timing]
setup_viol = 0
fin_skew_ps = 3.69
finalCritPeriodShare_pct = 66.0
untimed_endpoints = 31
rsz0062_at_grt = no
slew_headroom_pct = 58.9
timing.final.ws_setup_ps = 510
fin_setup_tns_ps = 0
unclocked_pins = 17
final_max_slew_viol_count = 0
hold_ws_ps = 430
min_period_ps = 990
fmax_mhz = 1010
hold_violations = 0
worstMarginPinSlew_ps = 616

[placement]
routabilityCongestion = 0.804
hpwlAfterDp_mm = 1.42
portBuffers = 16
dp_cells = 193
dpl_worst_slack_ps = 448

[clock_tree]
clkLatencyLatePin_ps = 220
cts_buffer_depth = 2
cts_resized = 0
cts_root_buffer = clkbuf_8
clk_pin_slew_ps = 40
cts_setup_buffers = 0
cts_tree = yes
numCtsBuffers = 3
cts_max_level = 1
cts_hold_buffers = 0

[global_route]
grt_pass1_wl_mm = 3.15
grtUsageTotal_pct = 3.55
grt_overflow = 0
antenna_found_initial = 0
grt_pass1_vias = 686
grt_max_degree = 18

[pwr]
leakage_nw = 0.555
vdd_ir_drop_max_mv = 0.857
p_per_area_nw_per_um2 = 287

[die]
row_count = 30
die_h_um = 103
die_area_um2 = 10600
chipWidth_um = 103
core_um2 = 6760
ios = 17
fp_util_pct = 16.2

[layout]
drive_gt1_share_pct = 14.5
synthToLayoutAreaGrowth_pct = 25.6
layout.cells.non_filler = 197
largest_reg_flops = 7

[hold_path]
hp-class = in -> async

[flow_run]
tool_warnings = 30
drv_cap = 0

## cell type report
type | instances | area [µm²]
fill | 738 | 5380
sequential | 22 | 563
timing repair buffer | 18 | 175
inverter | 6 | 22.5
tap | 80 | 100
multi-input combinational | 67 | 469
clock buffer | 4 | 45.0
## how the worst max path moves through the flow
stage	start	to	slack, ps	depth (start not counted)
4_1_cts	clk_div_inst.count[2]$_DFF_PN0_	clk_div_inst.clk_1Hz$_DFFE_PN0N_	500	3
5_1_grt	clk_div_inst.count[2]$_DFF_PN0_	clk_div_inst.clk_1Hz$_DFFE_PN0N_	380	3
6_report	clk_div_inst.count[2]$_DFF_PN0_	clk_div_inst.clk_1Hz$_DFFE_PN0N_	510	3
## metrics by stage
step                utilization, %  total power [mW]  area, µm²
floorplan                        -             0.140       1090
global placement              19.7             0.156       1330
detailed placement            19.7             0.156       1330
CTS                           20.4             0.400       1380
global route                  20.4             0.417       1380
finish                        20.4             0.395       1380
## worst reg2reg max path, cell delays in order (launching register included)
cell	delay, ps
dfrtp_1	400
nand2b_1	180
nor3_1	180
xor2_1	160
## cell families (layout without fill, tap and decap cells)
kind of cell,count (synthesis),in the layout
and+or+nand+nor,32,32
DFF,22,22
AOI/OAI and AO/OA,16,16
buffers and inverters,12,28
xor gates and xnor gates,7,7
adders and majority gates,6,6
muxes,5,5
other,1,1
## per-layer routing
layer / wire [µm] / part of all wire [%] / vias to the layer above / GRT usage [%]
met5: 0 / 0 / - / 0
met1: 947 / 52 / 320 / 5.27
li1: - / - / 367 / -
met4: 4 / 0.22 / 0 / 0.107
met3: 123 / 6.7 / 2 / 0.948
met2: 755 / 41 / 14 / 5.31
## cell usage after synthesis (all sizes together), types with 2 or more instances
cell / instances
dfrtp: 12
dfstp: 10
nor2: 7
ha: 6
inv: 6
o21ai: 6
mux2i: 5
nand2: 5
buf: 4
nor2b: 4
xnor2: 4
a21oi: 3
nand3: 3
nor3: 3
xor2: 3
a211oi: 2
and2: 2
clkbuf: 2
nand2b: 2
nand3b: 2
o221ai: 2
or2: 2
## where the power goes
part           internal [mW]  switching [mW]  leakage, nW
Clock                  0.182          0.0594       0.0228
Sequential             0.138               0        0.251
Combinational        0.00398          0.0116        0.281
## cells in the final DEF, fill, tap and decap left out, types with 2 or more instances in the layout
| cell | netlist | layout |
|---|---|---|
| xor2_1 | 3 | 3 |
| mux2i_1 | 5 | 5 |
| a211oi_1 | 2 | 2 |
| xnor2_1 | 4 | 4 |
| buf_4 | 0 | 2 |
| o221ai_1 | 2 | 2 |
| dfstp_2 | 10 | 10 |
| nand3_1 | 3 | 3 |
| nand3b_1 | 2 | 2 |
| ha_1 | 6 | 6 |
| clkdlybuf4s50_1 | 0 | 16 |
| o21ai_0 | 6 | 6 |
| nor2b_1 | 4 | 4 |
| nand2b_1 | 2 | 2 |
| nor2_1 | 7 | 7 |
| inv_1 | 6 | 6 |
| nor3_1 | 3 | 3 |
| a21oi_1 | 3 | 3 |
| dfrtp_1 | 12 | 12 |
| clkbuf_8 | 0 | 3 |
| nand2_1 | 5 | 5 |
| and2_1 | 2 | 2 |
Power is estimated from default activity; no workload was simulated.
